File: ./design.v
module chipmunk
	#(parameter addrSize = 12)
	(input clk,
	 input reset,
	 input [addrSize-1:0] startPC,
	 input [7:0] dataBus,
	 output [7:0] dataBusWrite,
	 output reg [addrSize-1:0] addrBus,
	 output weMem,
	 output done);
	reg [7:0] aReg;               
	reg [7:0] xReg;               
	reg [7:0] yReg;               
	reg [5:0] spReg;              
	reg [addrSize-1:0] pcReg;     
	reg [addrSize-1:0] pcRegAlt;  
	reg [addrSize-1:0] eaReg;     
	reg [7:0] dataReg;            
	wire [7:0] dataRegPlus = dataReg+1;  
	reg cFlagReg, zFlagReg, nFlagReg;
	reg [5:0] opcode;             
	reg [1:0] parameter_size;     
	reg [3:0] state;              
	reg finished;                 
	reg [7:0] dataBusOutput;        
	reg [3:0] nextState;            
	wire [7:0] addSubResult;        
	wire addSubCarryOut;
	wire [7:0] shifterResult;       
	wire shifterCarry;
	wire [7:0] bitOperationResult;  
	wire OpLoadA         = opcode[5:1] == 5'b00000;
	wire OpLoadX         = opcode[5:1] == 5'b00001;
	wire OpLoadY         = opcode[5:1] == 5'b00010;
	wire OpIncDecMem     = opcode[5:2] == 4'b0111 && opcode[0];
	wire OpRolRorMem     = (opcode == 6'b011001 || opcode == 6'b011011);
	wire OpIncDec        = opcode[5:1] == 5'b10101;
	wire OpInxDex        = opcode[5:1] == 5'b10110;
	wire OpInyDey        = opcode[5:1] == 5'b10111;
	wire OpSta           = opcode == 6'b100001;
	wire OpStx           = opcode == 6'b100011;
	wire OpSty           = opcode == 6'b100101;
	wire OpLdaY          = opcode == 6'b101000;
	wire OpStaY          = opcode == 6'b101001;
	wire OpIndexY        = opcode[5:1] == 5'b10100;  
	wire OpSetCarryFlag  = opcode[5:1] == 5'b00011;
	wire OpUseAdder      = opcode[5:3] == 3'b001;
	wire OpUseBitOp      = opcode[5:2] == 4'b0100;
	wire OpUseShifter    = opcode[5:2] == 4'b0110;
	wire OpAdderUseCarry = opcode[5:2] == 4'b0011;
	wire OpCpx           = opcode[5:1] == 5'b01011;
	wire OpCpy           = opcode == 6'b011100;
	wire OpDoCompare     = opcode[5:2] == 4'b0101 || OpCpy;
	wire OpSubtractInstead = OpDoCompare ||                           
	                         (opcode[5:3] == 3'b001 && opcode[1]) ||  
	                         (opcode[5:3] == 3'b101 && opcode[0]);    
	wire aluUseX         = OpCpx || OpInxDex;
	wire aluUseY         = OpCpy || OpInyDey;
	reg OpReadMemory;  
	wire OpReadMemory2   = dataBus[2] && !dataBus[7] && dataBus[7:2] != 6'b000111;  
	wire OpBranch        = opcode[5:3] == 3'b111;  
	wire flagsMatch      = (!opcode[2] && (!opcode[1] || (opcode[0] == nFlagReg)))     
                        || (opcode[2]  && ((!opcode[1] && (opcode[0] == zFlagReg))     
                                         || (opcode[1] && (opcode[0] == cFlagReg))));  
	wire BranchTaken     = OpBranch && flagsMatch;
	always @(posedge clk) begin
		if (!reset)
			finished <= 0;
		else if(state == 4'b0000 && dataBus == 8'h83)  
			finished <= 1;
	end
	always @(posedge clk) begin
		if (!reset)
			state <= 4'b0000;
		else 
			state <= nextState; 
	end
	always @(posedge clk) begin
		if (state == 4'b0000) begin
			opcode <= dataBus[7:2];
			parameter_size <= dataBus[1:0];
			eaReg <= 0;    
			OpReadMemory <= OpReadMemory2;
			dataReg <= (dataBus[7:3] == 5'b10101 || dataBus[7:3] == 5'b10110 || dataBus[7:3] == 5'b10111);
		end else if(state == 4'b0001) begin  
			dataReg <= dataBus;
			eaReg[7:0] <= dataBus;
		end else if(state == 4'b0010 || state == 4'b1111)  
			eaReg[addrSize-1:8] <= dataBus;
		else if(state == 4'b0101)  
			dataReg <= dataBus + (OpIncDecMem ? (opcode[1] ? 8'hff : 8'h01): 0);
		else if (state == 4'b0011 || state == 4'b0100)  
			eaReg <= eaReg + ((state == 4'b0100) ? yReg : xReg);
		else if (state == 4'b0111)  
			eaReg <= {{8{dataReg[7]}}, dataReg[7:0]} + pcReg;
		else if (state == 4'b1110)  
			eaReg[7:0] <= dataBus;
	end
	always @(posedge clk) begin
		if (!reset)
			spReg <= 6'b111111;
		else if (state == 4'b1100 ||
		        (state == 4'b0000 &&
					((dataBus[7:5] == 3'b110 && dataBus[2])  
					|| (dataBus[7:2] == 6'b100111))  
				))
			spReg <= spReg + 1'b1;  
		else if (state == 4'b1000 || state == 4'b1010 || state == 4'b1011)
			spReg <= spReg - 1'b1;  
	end
	wire [7:0] aluLeft = aluUseX ? xReg : (aluUseY ? yReg : aReg);
	assign { addSubCarryOut, addSubResult } = 
		OpAdderUseCarry ? (OpSubtractInstead ?  
			aluLeft + {1'b0, ~dataReg[7:0]} + cFlagReg
			: aluLeft + dataReg + cFlagReg)
		: (OpSubtractInstead ?  
			aluLeft + {1'b0, ~dataReg[7:0]} + 1'b1  
			: aluLeft + dataReg);
	assign bitOperationResult = opcode[1] ? (aReg ^ dataReg) : ~(aReg | dataReg);
	wire [7:0] shifterLeft = opcode[0] ? dataReg : aReg;
	assign shifterResult = opcode[1] ?  
			(shifterLeft >> 1) | ((opcode[0] && cFlagReg) ? 8'b10000000 : 8'b00000000)  
			:(shifterLeft << 1) | ((opcode[0] && cFlagReg) ? 8'b00000001 : 8'b00000000);
	assign shifterCarry = opcode[1] ? shifterLeft[0] : shifterLeft[7];
	always @(posedge clk) begin
		if (state == 4'b0110) begin
			if (OpLoadA || OpLdaY)  
				aReg <= dataReg;
			else if (OpUseAdder || OpIncDec)  
				aReg <= addSubResult;
			else if (OpUseBitOp)  
				aReg <= bitOperationResult;
			else if (OpUseShifter && !opcode[0])  
				aReg <= shifterResult;
			else if (opcode == 6'b100100 || opcode == 6'b100110)  
				aReg <= xReg;
		end else if(state == 4'b1001 && opcode[2:1] == 2'b01)  
			aReg <= dataBus;
	end
	always @(posedge clk) begin
		if (state == 4'b0110) begin
			if (OpLoadX)  
				xReg <= dataReg;
			else if(OpInxDex)  
				xReg <= addSubResult;
			else if (opcode == 6'b100010 || opcode == 6'b100110)  
				xReg <= aReg;
		end else if(state == 4'b1001 && opcode[2:1] == 2'b10)  
			xReg <= dataBus;
	end
	always @(posedge clk) begin
		if (state == 4'b0110) begin
			if (OpLoadY)  
				yReg <= dataReg;
			else if(OpInyDey)  
				yReg <= addSubResult;
		end else if(state == 4'b1001 && opcode[2:1] == 2'b11)  
			yReg <= dataBus;
	end
	always @(posedge clk) begin
		if (state == 4'b0110) begin
			if (OpSetCarryFlag)  
				cFlagReg <= opcode[0];
			else if (OpUseAdder || OpDoCompare || OpIncDec || OpInxDex || OpInyDey) begin  
				nFlagReg <= addSubResult[7];
				zFlagReg <= (addSubResult == 8'b00000000) ? 1 : 0;
				if (OpUseAdder || OpDoCompare)  
					cFlagReg <= addSubCarryOut;
			end else if(OpUseBitOp) begin
				nFlagReg <= bitOperationResult[7];
				zFlagReg <= (bitOperationResult == 8'b00000000) ? 1 : 0;
			end else if(OpUseShifter) begin
				nFlagReg <= shifterResult[7];
				zFlagReg <= (shifterResult == 8'b00000000) ? 1 : 0;
				cFlagReg <= shifterCarry;
			end else if(OpLoadA || OpLoadX || OpLoadY || OpIncDecMem) begin
				nFlagReg <= dataReg[7];
				zFlagReg <= (dataReg == 8'b00000000) ? 1 : 0;
			end
		end else if(state == 4'b1001 && opcode[2:1] == 2'b00)
			{nFlagReg, zFlagReg, cFlagReg} <= dataBus[2:0];
	end
	always @(posedge clk) begin
		if (!reset)
			pcReg <= startPC; 
		else if(state == 4'b0000 || state == 4'b0001 || state == 4'b0010)
			pcReg <= pcReg + 1'b1;
		else if(state == 4'b0110 && BranchTaken) begin
			pcRegAlt <= pcReg;                  
			pcReg <= eaReg;
		end else if(state == 4'b1100) begin
			pcRegAlt[7:0] <= dataBus;           
		end else if(state == 4'b1101) begin
			pcReg <= {pcRegAlt[7:0], dataBus};  
		end
	end
	always @* begin
		case (state)
			4'b0101, 4'b0110:  
				addrBus <= eaReg;
			4'b1000, 4'b1001, 4'b1010, 4'b1011, 4'b1100, 4'b1101: 
				addrBus <= { {(addrSize-9){1'b0}}, 1'b1, 1'b1, 1'b1, spReg };  
			4'b0000, 4'b0001, 4'b0010:  
				addrBus <= pcReg;
			4'b1110:
				addrBus <= {{(addrSize-8){1'b0}}, dataReg};
			4'b1111:
				addrBus <= {{(addrSize-8){1'b0}}, dataRegPlus};
			default:
				addrBus <= {{addrSize}{1'bx}};
		endcase
	end
	always @* begin
		if (state == 4'b0110 && (OpSta || OpStaY))
			dataBusOutput <= aReg;
		else if (state == 4'b0110 && OpStx)
			dataBusOutput <= xReg;
		else if (state == 4'b0110 && OpSty)
			dataBusOutput <= yReg;
		else if (state == 4'b0110 && OpRolRorMem)  
			dataBusOutput <= shifterResult;
		else if (state == 4'b0110 && OpIncDecMem)  
			dataBusOutput <= dataReg;
		else if (state == 4'b1000)  
			dataBusOutput <= (opcode[2:1] == 2'b00) ? {1'b0, 1'b0, 1'b0, 1'b0, 1'b0, nFlagReg, zFlagReg, cFlagReg} :
			                 (opcode[2:1] == 2'b01) ? aReg :
			                 (opcode[2:1] == 2'b10) ? xReg :
			                 yReg;
		else if (state == 4'b1010)
			dataBusOutput <= pcRegAlt[7:0];
		else if (state == 4'b1011)
			dataBusOutput <= { {(16-addrSize){1'b0}}, pcRegAlt[addrSize-1:8] };
		else
			dataBusOutput <= 8'bxxxxxxxx;
	end
	wire writeCycle =  ((state == 4'b0110 && (OpSta || OpStx || OpSty || OpStaY || OpIncDecMem || OpRolRorMem)) || state == 4'b1000 || state == 4'b1010 || state == 4'b1011);
	assign weMem = !(writeCycle & !clk);  
	assign dataBusWrite = dataBusOutput;  
	assign done = finished;
	always @* begin		
		case (state)
			4'b0000:
				nextState = (dataBus[7:2] == 6'b100111) ? 4'b1100 :
					((dataBus[7:5] == 3'b110 && !dataBus[2]) ? 4'b1000 : 
					((dataBus[7:5] == 3'b110 && dataBus[2]) ? 4'b1001 :
					(dataBus[0] || dataBus[1]) ? 4'b0001 :
					(OpReadMemory2 ? 4'b0101 : 4'b0110)));
			4'b0001:
				nextState = parameter_size[1] ? 4'b0010 :   
				           (OpReadMemory ? 4'b0101 :     
				           (OpBranch ? 4'b0111 :          
				           (OpIndexY ? 4'b1110 :                 
				           4'b0110)));                         
			4'b0010:
				nextState = parameter_size[0] ? 4'b0011 :         
				(OpReadMemory ? 4'b0101 :                
				(OpIndexY ? 4'b0100 :                             
				4'b0110));
			4'b0011:
				nextState = OpReadMemory ? 4'b0101 : 4'b0110;
			4'b0101, 4'b0111:               
				nextState = 4'b0110;
			4'b0110:
				nextState = (BranchTaken && opcode[2:0] == 3'b001) ? 4'b1010 : 4'b0000;  
			4'b1011, 4'b1101, 4'b1001, 4'b1000:
				nextState = 4'b0000;
			4'b0100:
				nextState = OpLdaY ? 4'b0101 : 4'b0110;
			4'b1100:
				nextState = 4'b1101;
			4'b1010:
				nextState = 4'b1011;
			4'b1110:  
				nextState = 4'b1111;
			4'b1111:  
				nextState = 4'b0100;
		endcase
	end
endmodule
File: ./run.sh
#!/bin/bash
# OpenROAD 26Q1-2900-gdf79404cd8, Yosys 0.63+post, stock flow scripts
make -C /OpenROAD-flow-scripts/flow DESIGN_CONFIG=/design/flow/config.mk WORK_HOME=/design/flow/orfs finish
File: ./config.mk
export PLATFORM = sky130hd
export DESIGN_NAME = chipmunk
export DESIGN_NICKNAME = chipmunk
export VERILOG_FILES = /design/flow/design.v
export SDC_FILE = /design/flow/constraint.sdc
export NUM_CORES = 4
export LEC_CHECK = 1
export CORE_UTILIZATION = 40
File: ./constraint.sdc
current_design chipmunk

set clk_period 8.3
set clk_io_pct 0.2

create_clock -name clk0 -period $clk_period [get_ports {clk}]

set non_clock_inputs [all_inputs -no_clocks]
set_input_delay [expr $clk_period * $clk_io_pct] -clock clk0 $non_clock_inputs
set_output_delay [expr $clk_period * $clk_io_pct] -clock clk0 [all_outputs]
==> metrics.txt <==
# HELP chip_impl_metric Implementation results
# TYPE chip_impl_metric gauge
chip_impl_info{name="run_status",value="finished, final reports clean"} 1
chip_impl_metric{name="total_cell_area_at_the_placement_stage",unit="sq um"} 11100
chip_impl_metric{name="dr_total_vias",unit=""} 10200
chip_impl_metric{name="design_area",unit="sq um"} 11500
chip_impl_metric{name="area_growth_syn_to_layout",unit="%"} 10.4
chip_impl_metric{name="die_h",unit="microns"} 164
chip_impl_info{name="cp_cell_sequence",value="clkbuf_16 > clkbuf_16 > a41o_1 > clkdlybuf4s50_1"} 1
chip_impl_metric{name="antenna_found_initial",unit=""} 1
chip_impl_metric{name="crit_arrival",unit="ps"} 5020
chip_impl_metric{name="routed_wire_length_per_instance",unit="microns"} 23.4
chip_impl_metric{name="place_congestion",unit=""} 1.03
chip_impl_metric{name="yosys_cells",unit=""} 1308
chip_impl_info{name="timing.setup.critical_path_class",value="clk2out"} 1
chip_impl_metric{name="antenna_left",unit=""} 0
chip_impl_info{name="hp-class",value="reg2reg"} 1
chip_impl_info{name="ff_type",value="edfxtp_1"} 1
chip_impl_metric{name="vias_per_cell",unit=""} 6.23
chip_impl_metric{name="io_buffer_count",unit=""} 43
chip_impl_metric{name="synthesis.area_per_instance",unit="sq um"} 7.99
chip_impl_metric{name="die_x",unit="microns"} 164
chip_impl_metric{name="power.density_cell_area",unit="nW/um^2"} 170
chip_impl_metric{name="antenna-diode-count",unit=""} 0
chip_impl_metric{name="setup_violations",unit=""} 0
chip_impl_info{name="post_synth_main_area_contributors",value="edfxtp_1 (20%), ha_1 (7.3%), dfxtp_1 (6.7%)"} 1
chip_impl_info{name="crit_slowest_cell",value="clkdlybuf4s50_1"} 1
chip_impl_metric{name="drv.max_cap_violation_count",unit=""} 0
chip_impl_metric{name="detailed_place_hpwl",unit="microns"} 28100
chip_impl_info{name="tritoncts",value="done"} 1
chip_impl_metric{name="grt_overflow",unit=""} 0
chip_impl_metric{name="filler_cell_count",unit=""} 2489
chip_impl_metric{name="slew_viol_final",unit=""} 0
chip_impl_metric{name="postSynthRegisterBits",unit=""} 103
chip_impl_metric{name="yosys.area.top_type_share",unit="%"} 19.5
chip_impl_metric{name="drt_wl_total",unit="microns"} 38400
chip_impl_metric{name="synth_sequential_area_ratio",unit="%"} 26.2
chip_impl_metric{name="slew_headroom",unit="%"} 38.8
chip_impl_info{name="yosysTopAreaCell",value="edfxtp_1"} 1
chip_impl_metric{name="synthesized_instance_count",unit=""} 1308
chip_impl_metric{name="max_fanout_on_critical_path",unit=""} 2
chip_impl_metric{name="cts_setup_buffers",unit=""} 0
chip_impl_info{name="grt_setup_unrepaired",value="false"} 1
chip_impl_metric{name="combined_global_route_utilization_of_all_metal_layers",unit="%"} 30.2
chip_impl_info{name="final_layout_top_logic_cells",value="nand2_1 (133), nor2_1 (125), a21oi_1 (125)"} 1
chip_impl_info{name="crit_path_frequent_cell",value="clkbuf_16"} 1
chip_impl_metric{name="yosys.cell_types.count",unit=""} 86
chip_impl_metric{name="boundaryPins",unit=""} 44
chip_impl_metric{name="cts_hold_buffers",unit=""} 0
chip_impl_metric{name="warnings_from_yosys",unit=""} 1
chip_impl_metric{name="grt_first_pass_wirelength",unit="microns"} 58100
chip_impl_metric{name="holdWs",unit="ps"} 475
chip_impl_metric{name="count_of_standard_cell_rows",unit=""} 58
chip_impl_metric{name="ys_chip_area",unit="sq um"} 10500
chip_impl_metric{name="maximum_number_of_pins_on_one_net_before_global_route_repair",unit=""} 42
chip_impl_info{name="crit_path_end_kind",value="primary output"} 1
chip_impl_metric{name="critical-path-max-stage-delay",unit="ps"} 410
chip_impl_metric{name="vdd.ir_drop.worst",unit="mV"} 0.149
chip_impl_metric{name="drt-pass1-iter-count",unit=""} 6
chip_impl_metric{name="drt_iter0_markers",unit=""} 1039
chip_impl_metric{name="clkTransAtPathRegs",unit="ps"} 70
chip_impl_metric{name="tns",unit="ps"} 0
chip_impl_metric{name="mappedNetlistArea",unit="sq um"} 10500
chip_impl_metric{name="worst_skew_pair.late_latency",unit="ps"} 470
chip_impl_metric{name="async_reset_ff_share",unit="%"} 0
chip_impl_info{name="most_common_logic_cell_in_the_routed_design",value="nand2_1"} 1
chip_impl_metric{name="worst_ep_required_time",unit="ps"} 6640
chip_impl_metric{name="initial_utilization",unit="%"} 41.2
chip_impl_info{name="critical_path.startpoint_type",value="clock port"} 1
chip_impl_metric{name="finalHoldViolations",unit=""} 0
chip_impl_metric{name="stage_log_warnings",unit=""} 36
chip_impl_metric{name="worst_slew_pin_slew",unit="ps"} 915
chip_impl_metric{name="final.setup_skew",unit="ps"} 8.68
chip_impl_metric{name="core-area",unit="sq um"} 25400
chip_impl_metric{name="enable_flop_cells",unit=""} 68
chip_impl_metric{name="number_of_global_route_vias_before_repair",unit=""} 9503
chip_impl_metric{name="die_area",unit="sq um"} 26800
chip_impl_metric{name="final_layout_size_suffix_gt1_share",unit="%"} 8.61
chip_impl_metric{name="drcViolationCount",unit=""} 0
chip_impl_metric{name="cell_resize_tally_after_clock_tree_synthesis",unit=""} 0
chip_impl_metric{name="power.static_leakage",unit="nW"} 4.43
critical path, delay by kind of cell:
kind / cells / cell delay, ps
buffers and inverters: 3 / 650
AOI/OAI and AO/OA: 1 / 220
worst paths after layout:
| path | slack (ps) | cells after the start | endpoint | startpoint |
|---|---|---|---|---|
| setup / recovery | 1620 | 4 | weMem | clk |
| hold / removal | 480 | 1 | finished$_SDFFE_PN0P_ | finished$_SDFFE_PN0P_ |
| setup reg to reg | 2430 | 17 | nFlagReg$_DFFE_PP_ | opcode[5]$_DFFE_PP_ |
| hold reg to reg | 480 | 1 | finished$_SDFFE_PN0P_ | finished$_SDFFE_PN0P_ |
state kept, by name (all words and copies together) (netlist names), 2 cells and up:
signal	cells
aReg	8
pcReg	12
opcode	6
yReg	8
dataReg	8
state	16
pcRegAlt	12
spReg	6
parameter_size	2
xReg	8
eaReg	12
through the flow:
| step | total power, W | setup slack, ps | instances | utilization [%] |
|---|---|---|---|---|
| 2_1_floorplan | 0.00116 | 2330 | 1308 | - |
| 3_3_place_gp | 0.00139 | 1930 | 1624 | 43.8 |
| 3_5_place_dp | 0.00139 | 1930 | 1624 | 43.8 |
| 4_1_cts | 0.00195 | 1600 | 1643 | 45.4 |
| 5_1_grt | 0.00206 | 1600 | 1643 | 45.4 |
| 6_report | 0.00196 | 1620 | 1643 | 45.4 |
report_power, final:
group          leakage, nW  internal (W)  switching [W]
sequential           0.934      0.000583      0.0000661
combinational         3.29      0.000306       0.000445
clock                0.203      0.000345       0.000218
total                 4.43       0.00123       0.000729
synth_stat cells (29+ instances only):
master / number
a21oi_1: 125
clkbuf_1: 63
dfxtp_1: 35
edfxtp_1: 68
ha_1: 61
inv_1: 54
mux2_2: 29
mux2i_1: 47
nand2_1: 133
nand3_1: 34
nor2_1: 125
nor3_1: 35
o21ai_0: 99
xnor2_1: 40
layout make-up:
| type | instances | area [sq um] | share of cell area, % |
|---|---|---|---|
| multi-input cells | 1064 | 7120 | 61.7 |
| flip-flops and latches | 103 | 2740 | 23.8 |
| repair buffers | 71 | 638 | 5.53 |
| well taps | 330 | 413 | 3.58 |
| clock buffers | 16 | 342 | 2.96 |
| inverters | 55 | 206 | 1.79 |
| clock inverters | 4 | 76.3 | 0.661 |
cell families after synthesis:
group           count (synthesis)  synth area share [%]
buf+inv                       141                  5.74
simple gates                  456                  20.8
xor+xnor                       52                  4.36
mux                            86                  9.78
fa+ha+maj                      67                  8.45
flops                         103                  26.2
compound gates                403                  24.6
metal layers:
| layer | wire, microns | vias to the layer above | track usage [%] |
|---|---|---|---|
| met5 | 13 | - | 0 |
| met4 | 1190 | 2 | 7.41 |
| met3 | 4910 | 94 | 12.4 |
| met2 | 16500 | 553 | 43.8 |
| met1 | 15900 | 4773 | 42.7 |
| li1 | - | 4816 | - |
No activity file was given, so power comes from the tool's default toggle rates.
